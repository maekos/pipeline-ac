[run.sh]
#!/bin/bash
# OpenROAD 26Q1-2900-gdf79404cd8, Yosys 0.63+post, stock flow scripts
make -C /OpenROAD-flow-scripts/flow DESIGN_CONFIG=/design/flow/config.mk WORK_HOME=/design/flow/orfs finish
[config.mk]
export PLATFORM = sky130hd
export DESIGN_NAME = debug_unit
export DESIGN_NICKNAME = debug_unit
export VERILOG_FILES = /design/flow/design.v
export SDC_FILE = /design/flow/constraint.sdc
export NUM_CORES = 4
export LEC_CHECK = 1
export CORE_AREA = 10 10 772 772
export DIE_AREA = 0 0 782 782
[constraint.sdc]
current_design debug_unit

set clk_period 197.9
set clk_io_pct 0.2

create_clock -name clk0 -period $clk_period [get_ports {top_clk}]

set non_clock_inputs [all_inputs -no_clocks]
set_input_delay [expr $clk_period * $clk_io_pct] -clock clk0 $non_clock_inputs
set_output_delay [expr $clk_period * $clk_io_pct] -clock clk0 [all_outputs]
[design.v]
`timescale 1ns / 1ps
module debug_unit(
	 input top_clk,
	 input wire rx_done_tick,
	 input wire [7:0] rx_bus,
	 input wire tx_done_tick,
	 input wire [31:0] instruccion,
	 input [1375:0] send_data,
	 output reg clk_pipe,
	 output reg rst_pipe,
	 output reg tx_start  ,
	 output wire [7:0] tx_bus
    );
	 reg [1375:0] buffer = 0  ;
	 reg [7:0] contador = 0;
	 reg [5:0] contador_fin = 0;
   parameter IDLE = 4'b0000;
	parameter STEP1 = 4'b0001;
	parameter CONT1 = 4'b0010;
	parameter CONT2 = 4'b0011;
	parameter CONT3 = 4'b0100;
	parameter RESET = 4'b0101;
	parameter SEND1 = 4'b0110;
	parameter SEND2 = 4'b0111;
	parameter STEP2 = 4'b1000;
(* FSM_ENCODING="SEQUENTIAL", SAFE_IMPLEMENTATION="YES", SAFE_RECOVERY_STATE="IDLE" *) reg [3:0] state = IDLE;
	always@(posedge top_clk) begin
		tx_start <= 0;
		(* PARALLEL_CASE *) case (state)
			IDLE: begin
				if (rx_done_tick) begin
					if (rx_bus == "c") begin
						state <= CONT1;
					end
					if (rx_bus == "s") begin
						state <= STEP1;
						clk_pipe <= 1;
					end
					if (rx_bus == "r") begin
						rst_pipe <= 1;
						state <= RESET;
					end
				end	
			end
			CONT1: begin
				if(instruccion != 32'b11111100000000000000000000000000) contador_fin <= 0;
				else contador_fin <= contador_fin + 1'b1;
				if(contador_fin == 4) begin
					buffer <= send_data;
					contador <= 172;
					state <= SEND1;
				end
				else state <= CONT2;
			end
			CONT2: begin
				clk_pipe <= 1;
				state <= CONT3;
			end
			CONT3: begin
				clk_pipe <= 0;
				state <= CONT1;
			end
			STEP1: begin
				clk_pipe <= 0;
				state <= STEP2;
			end
			STEP2: begin
				contador <= 172;
				buffer <= send_data;
				state <= SEND1;
			end
			SEND1: begin
					tx_start <= 1;
					contador <= contador - 1'b1;
					state <= SEND2;
			end
			SEND2: begin
				if(tx_done_tick)begin
					if(contador > 0) begin
						buffer <= buffer >> 8;	
						tx_start <= 1;
						contador <= contador - 1'b1;
					end
					else begin
						state <= IDLE;
					end
				end
			end
			RESET: begin
				rst_pipe <= 0;
				state <= IDLE;
			end
		endcase
	end
   assign tx_bus = buffer [7:0];
endmodule
==> deck_impl_summary.md <==
Implementation Results

Worst setup path
  – CP cell instances: clkdlybuf4s50_1, nand3_1, nand3_4, buf_4, buf_4, buf_4, buf_12, buf_4, buf_4
  – Slowest CP cell: clkdlybuf4s50_1
  – Worst Setup End Kind: register
  – Worst setup SP type: input port
  – Slowest cell delay on critical path: 0.74 ns
  – Crit path top cell by count: buf_4
  – Worst path required time: 198.39 ns
  – Classification of the worst setup path: in -> reg
  – WP data arrival: 45.18 ns
  – CP max FO: 101

Placement
  – Placed cells: 14900
  – DP Wirelength: 224000 um
  – Pre-CTS setup slack: 152.03 ns
  – Post-DP Area: 82700 um^2
  – Global placement routability congestion: 0.914
  – Port Buffers: 1429

Yosys
  – Chip Area, Yosys: 59700 um^2
  – Synth Instances: 5937
  – Yosys cell count: 5937
  – Post-synth EDFFs: 1396
  – Ys flop type: edfxtp_1
  – Synthesis Warnings: 1
  – Mapped Area: 59700 um^2
  – Synth flops: 1397
  – Post-synth seq share: 0.703
  – Cell Type Count: 36
  – Fraction of registers with async set/reset: 0
  – Syn avg cell area: 10.0 um^2

Global routing
  – Antenna violations before repair: 163
  – GR Overflow Total: 0
  – First-pass GRT wire length: 370000 um
  – Tot GR Track Use: 0.0900
  – Vias in the first global route: 45300
  – Largest net degree at the start of global routing: 111

Detailed routing
  – Routed Antenna Nets: 0
  – Initial DRC Count: 3289
  – WL final: 280000 um
  – DR WL/cell: 18.4 um
  – Vias per Instance: 2.98
  – First-pass DRT Iterations: 5
  – Post-route DRC: 0
  – Vias post-DR: 45300

Clocking
  – Clock latency (worst-skew pair): 0.88 ns
  – Post-CTS Hold Buffers: 0
  – TritonCTS clock tree: done
  – Setup Buffers After CTS: 0
  – TritonCTS buffer count: 169
  – Post-cts resize count: 0
  – Sink Count: 1397
  – Root Driver: clkbuf_16
  – H-tree levels: 4
  – Clock slew at reported path FFs: 0.06 ns
  – CTS Buffer Depth: 4

Final timing
  – Setup WS post-layout: 153.22 ns
  – RSZ-0062 raised after global routing: false
  – Achievable frequency: 22.4 MHz
  – Hold Violations, Final: 0
  – Setup violations, final: 0
  – Fin crit share: 0.226
  – Final Critical Period: 44.68 ns
  – Max-slew headroom: 0.358
  – Final TNS setup: 0 ns
  – Max Slew Vio Count: 0
  – Clk_skew: 0.0632 ns
  – Slew at the pin with the worst max-slew slack: 0.956 ns

Pwr
  – Combinational Power Share: 0.240
  – NetSw: 0.321 mW
  – Static Leak: 33.1 nW
  – Sw frac: 0.327
  – PD cells: 11.1 nW/um^2
  – P_int: 0.662 mW
  – Tot Pwr: 0.982 mW
  – VDD IR max: 0.00681 mV
  – Sequential power share: 0.448
  – Clock share of power: 0.312

Final layout
  – Share of layout cells above drive strength 1: 0.0402
  – Fillers: 64600
  – Non-Filler Instances: 15200
  – Finished Cell Area: 88100 um^2
  – Area growth, synth to finish: 47.7%

Job
  – Max cap viols: 0
  – Number of OpenROAD warnings: 35

Die
  – Die Wd: 782 um
  – Row cnt: 279
  – I/O pin cnt: 1430
  – Die ar.: 612000 um^2
  – Core Footprint: 578000 um^2
  – FP Util: 0.103
  – Die Span Y: 782 um

Status
  – Status: completed

Hold path
  – Hold WC Path Type: reg -> reg
-- through the flow --
stage | util | hold WS (ns)
2_1_floorplan | - | 0.484
3_3_place_gp | 0.143 | 0.489
3_5_place_dp | 0.143 | 0.490
4_1_cts | 0.152 | 0.438
5_1_grt | 0.152 | 0.484
6_report | 0.152 | 0.465
-- kinds of logic after synthesis --
family	synth area share
fa+ha+maj	0.000629
buf+inv	0.0275
simple gates	0.266
xor+xnor	0.00162
compound gates	0.00168
flops	0.703
-- per-layer routing --
metal  track usage  vias to the layer above  wire length [um]
li1              -                    22000                 -
met1        0.0978                    21100             97800
met2         0.151                     1723            139000
met3        0.0464                      421             33400
met4        0.0295                       66              9970
met5             0                        -               384
-- Yosys cell counts (2+ instances only) --
master / n / area, um^2
buf_4: 11 / 82.6
xnor2_1: 5 / 43.8
a21oi_1: 4 / 20.0
nand4_1: 5 / 31.3
ha_1: 3 / 37.5
nor3_1: 5 / 25.0
edfxtp_1: 1396 / 41900
xor2_1: 6 / 52.6
inv_1: 8 / 30.0
and3_1: 3 / 18.8
nor4_1: 9 / 56.3
clkbuf_1: 78 / 293
nand3_1: 10 / 50.1
and2_1: 9 / 56.3
o211ai_1: 3 / 22.5
nand2b_1: 2 / 12.5
buf_2: 210 / 1050
buf_6: 16 / 180
nand2_1: 4117 / 15500
o21ai_0: 2 / 10.0
nor2_1: 20 / 75.1
-- worst max-delay path, delay by kind of cell --
| kind | cells | cell delay (ns) |
|---|---|---|
| simple gates | 2 | 0.73 |
| buf+inv | 7 | 4.57 |
-- registers in the layout, summed over array words and instances, names as in the netlist --
| signal | count |
|---|---|
| state | 4 |
| buffer | 1376 |
| tx_start | 1 |
| rst_pipe | 1 |
| contador | 8 |
| contador_fin | 6 |
| clk_pipe | 1 |
-- layout make-up --
| class | count | area, um^2 | area share |
|---|---|---|---|
| repair buffers | 1503 | 14900 | 0.169 |
| clock buffers | 210 | 4430 | 0.0502 |
| flip-flops and latches | 1397 | 41900 | 0.476 |
| well taps | 7727 | 9670 | 0.110 |
| multi-input cells | 4216 | 16100 | 0.183 |
| diodes | 79 | 198 | 0.00224 |
| clock inverters | 87 | 852 | 0.00967 |
| inverters | 8 | 30.0 | 0.000341 |
-- cells in the final DEF (no fill, tap or decap), types with 3 or more instances in the layout --
master           synthesis  routed
nand2_1               4117    4117
clkdlybuf4s50_1          0    1429
edfxtp_1              1396    1396
clkbuf_16                0     171
diode_2                  0      79
buf_4                   11      70
clkbuf_1                78      39
clkinv_1                 0      37
nor2_1                  20      19
clkinv_2                 0      16
bufinv_16                0      10
nor4_1                   9       9
and2_1                   9       9
inv_1                    8       8
nand3_1                 10       8
inv_6                    0       7
xor2_1                   6       6
nor3_1                   5       5
nand4_1                  5       5
xnor2_1                  5       5
clkinvlp_4               0       5
a21oi_1                  4       4
inv_16                   0       4
buf_12                   0       4
and3_1                   3       3
o211ai_1                 3       3
ha_1                     3       3
clkinv_16                0       3
-- power groups by stage --
stage	combinational (mW)	clock [mW]	sequential [mW]
after CTS	0.244	0.318	0.442
after global routing	0.268	0.328	0.446
final	0.236	0.306	0.440
-- path summary, 6_finish.rpt --
kind                startpoint     endpoint  slack [ns]  depth (start not counted)
hold reg to reg    buffer[755]  buffer[747]        0.47                          2
setup / recovery  tx_done_tick  buffer[181]      153.22                          9
setup reg to reg      state[3]  buffer[181]      191.10                         10
hold / removal     buffer[755]  buffer[747]        0.47                          2
Power is estimated from default activity; no workload was simulated.
