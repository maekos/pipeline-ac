==> /design/flow/run.sh <==
#!/bin/bash
# OpenROAD 26Q1-2900-gdf79404cd8, Yosys 0.63+post, stock flow scripts
make -C /OpenROAD-flow-scripts/flow DESIGN_CONFIG=/design/flow/config.mk WORK_HOME=/design/flow/orfs finish
==> /design/flow/config.mk <==
export PLATFORM = sky130hd
export DESIGN_NAME = decode_stage
export DESIGN_NICKNAME = decode_stage
export VERILOG_FILES = /design/flow/design.v
export SDC_FILE = /design/flow/constraint.sdc
export NUM_CORES = 4
export LEC_CHECK = 1
export CORE_AREA = 10 10 574 574
export DIE_AREA = 0 0 584 584
==> /design/flow/constraint.sdc <==
current_design decode_stage

set clk_period 1.7
set clk_io_pct 0.2

create_clock -name clk0 -period $clk_period [get_ports {clk}]

set non_clock_inputs [all_inputs -no_clocks]
set_input_delay [expr $clk_period * $clk_io_pct] -clock clk0 $non_clock_inputs
set_output_delay [expr $clk_period * $clk_io_pct] -clock clk0 [all_outputs]
==> /design/flow/design.v <==
`timescale 1ns / 1ps
module ctrl_unit(
	 input clk,
	 input rst,
	 input ena,
    input [5:0] opcode,
	 output reg Branch,
	 output reg MemWrite,
	 output reg MemtoReg,
	 output reg RegDst,
	 output reg RegWrite,
	 output reg ALUSrc,
	 output reg [5:0] AluOp
	);
	assign load		= (~opcode[3]) && (~opcode[4]) && opcode[5];
	assign store	= opcode[3] && (~opcode[4]) && opcode[5];
	assign i_type	= opcode[3] && (~opcode[4]) && (~opcode[5]);
	assign b_type	= (~opcode[1])&&opcode[2]&&(~opcode[3])&&(~opcode[4])&&(~opcode[5]);
	assign r_type	= (~opcode[0])&&(~opcode[1])&&(~opcode[2])&&(~opcode[3])&&(~opcode[4])&&(~opcode[5]);
	assign j 		= (~opcode[0])&&(opcode[1])&&(~opcode[2])&&(~opcode[3])&&(~opcode[4])&&(~opcode[5]);
	always @(posedge clk or posedge rst) begin
		if (rst == 1) begin
			Branch 	<= 0;
			MemWrite <= 0;
			MemtoReg <= 0;
			RegDst 	<= 0;
			RegWrite <= 0;
			ALUSrc 	<= 0;
			AluOp 	<= 0;
		end
		else begin
			if(ena) begin
				if (opcode == 6'b111111) begin
					Branch 	<= 0;
					MemWrite <= 0;
					MemtoReg <= 0;
					RegDst 	<= 0;
					RegWrite <= 0;
					ALUSrc 	<= 0;
					AluOp 	<= 0;
				end
				else begin
					Branch 		<= (~load) && (~store) && (~r_type) && b_type && (~i_type) && (~j);	 
					MemWrite 	<= (~load) && store && (~r_type) && (~b_type) && (~i_type) && (~j);	 
					MemtoReg 	<= load && (~r_type) && (~i_type);																						 
					RegDst 		<= (~load) && (r_type) && (~i_type);																			 
					RegWrite 	<= (load || r_type || i_type) &&(~store) && (~b_type);											 
					ALUSrc 		<= (load || store || i_type) && (~r_type) && (~b_type);															 
					AluOp[0] 	<= (~load) && (~store) && (~r_type) && (b_type || i_type);
					AluOp[1] 	<= (r_type || i_type) && (~load) && (~store) && (~b_type);
					AluOp[2] 	<= opcode[0];
					AluOp[3] 	<= opcode[1];
					AluOp[4] 	<= opcode[2];
					AluOp[5] 	<= opcode[3] & (~opcode[5]);  
				end
			end
		end
	end
endmodule
`timescale 1ns / 1ps
module decode_stage(
	 input clk,
	 input rst,
	 input ena,
	 input stop,
	 input reg_write_in,
	 input [31:0] instruccion,
    input [4:0] WR,
    input [31:0] WD,
    output [31:0] data1,
    output [31:0] data2,
    output [31:0] ext_sig,
	 output [11:0] palabra_salida,
	 output wire [1023:0] registros
    ); 
	 wire [5:0] alu_op;
	 register_bank banco (
		.clk(clk),
		.rst(rst),
		.read_register1(instruccion[25:21]), 
		.read_register2(instruccion[20:16]), 
		.write_register(WR), 
		.write_data(WD), 
		.Reg_write(reg_write_in), 
		.busA(data1), 
		.busB(data2),
		.registros(registros)
	);
	sign_extended extension_signo (
		.rst(rst),
		.clk(clk),
		.offset(instruccion[15:0]), 
		.extension(ext_sig)
	);
	ctrl_unit unidad_control (
		.clk(clk),
		.rst(rst),
		.ena(ena),
		.opcode(instruccion[31:26]),
		.Branch(branch),
		.MemWrite(mem_write), 
		.MemtoReg(mem_to_reg), 
		.RegDst(reg_dst), 
		.RegWrite(reg_write_out), 
		.ALUSrc(alu_src), 
		.AluOp(alu_op)
	);
	wire [11:0] word;
	assign word = {branch, mem_write, mem_to_reg, reg_dst, reg_write_out, alu_src, alu_op[5:0]};
	mux #(.nbits(12)) mux1(
		.rst(rst),
		.dec(stop),
		.msb(12'b0),
		.lsb(word),
		.out(palabra_salida)
	);	
endmodule
`timescale 1ns / 1ps
module mux #(parameter nbits = 7)(
	 input rst,
    input [nbits-1:0] msb,
    input [nbits-1:0] lsb,
    output reg [nbits-1:0] out,
    input dec
    );
	 always@(msb or lsb or dec or rst) begin
		if (rst == 1) out <= 0;
		else begin
			 if (dec == 0) begin
				out <= lsb;
			 end
			 else begin
				out <= msb;
			 end
		end	
	 end
endmodule
`timescale 1ns / 1ps
module register_bank(
	 input clk,
	 input rst,
    input [4:0]read_register1,	 
	 input [4:0]read_register2,	 
	 input [4:0]write_register,			 
	 input [31:0]write_data,		 
	 input Reg_write,					 
	 output reg [31:0] busA,
    output reg [31:0] busB,
	 output wire [1023:0] registros
    );
	reg [31:0] registers [31:0];
	assign registros = ({registers[31], registers[30], registers[29], registers[28], registers[27], registers[26], registers[25], registers[24], registers[23], registers[22], registers[21], registers[20], registers[19], registers[18], registers[17], registers[16], registers[15], registers[14], registers[13], registers[12], registers[11], registers[10], registers[9], registers[8], registers[7], registers[6], registers[5], registers[4], registers[3], registers[2], registers[1], registers[0]});
	always@(posedge clk or posedge rst) begin  
		if (rst == 1) begin
			registers[0] <= 0;
			registers[1] <= 0;
			registers[2] <= 0;
			registers[3] <= 0;
			registers[4] <= 0;
			registers[5] <= 0;
			registers[6] <= 0;
			registers[7] <= 0;
			registers[8] <= 0;
			registers[9] <= 0;
			registers[10] <= 0;
			registers[11] <= 0;
			registers[12] <= 0;
			registers[13] <= 0;
			registers[14] <= 0;
			registers[15] <= 0;
			registers[16] <= 0;
			registers[17] <= 0;
			registers[18] <= 0;
			registers[19] <= 0;
			registers[20] <= 0;
			registers[21] <= 0;
			registers[22] <= 0;
			registers[23] <= 0;
			registers[24] <= 0;
			registers[25] <= 0;
			registers[26] <= 0;
			registers[27] <= 0;
			registers[28] <= 0;
			registers[29] <= 0;
			registers[30] <= 0;
			registers[31] <= 0;
		end
		else begin
			if(Reg_write==1) begin
					registers[write_register] <= write_data;
			end
		end
	end
	always @(posedge clk) begin
		busA <= registers[read_register1];
		busB <= registers[read_register2];
	end
endmodule
`timescale 1ns / 1ps
module sign_extended(
	 input clk,
	 input rst,
    input [15:0] offset,
    output reg[31:0] extension
    );
	 always @(posedge clk or posedge rst) begin
		if (rst == 1) extension <= 0;
		else extension <= {{16{offset[15]}},offset};
	 end
endmodule
==> CHANGELOG.md <==
### Changed

- Status: complete, but fails checks
- Failing checks: setup timing
- Num CTS Buffers: approximately 150
- Reg2Reg Launch Point: banco.registers[14][14]
- Synthesized instance count: 4537
- Final core occ: between 30% and 40%
- Switching pwr: between 40000 and 50000 uW
- Cell Type Count: between 60 and 70
- Kind of critical path: reg -> out
- Avg Vias per Cell: roughly 5.2
- IR drop worst, VDD: just under 0.8 mV
- Min-delay worst type: in -> reg
- Main area contributors: dfrtp_1 (49%), mux2_2 (22%), a22oi_1 (11%)
- Crit. End Element: output port
- CTS tree: built
- Routed WL: roughly 590000 um
- Sw frac: between 30% and 40%
- Inst Count DP: between 10000 and 15000
- GRT overflow: 0
- P_int: ~75000 uW
- Final Skew: ~0.076 ns
- Critical path buffer and inverter count: 3
- Yosys reg bits: ~1100
- Critical Path, Cell by Cell: clkbuf_16 > buf_8 > buf_6
- Vias in the first global route: between 60000 and 70000
- Worst R2R Path Depth: 6
- Top-area cell share: about half
- IO Pins: ~1200
- Clock buffer depth: 4
- Post-DRT Antenna Nets: 0
- HP Start: instruccion[3]
- Seq pwr share: between 30% and 40%
- CTS root buf: clkbuf_16
- Avg Cell Area, Syn: about 12 um^2
- Peak Freq: ~480 MHz
- Final WS setup: -0.378 ns
- Setup Viol. Count Final: 1030
- First-pass GRT wire length: 732000 um
- Die width: between 500 and 600 um
- Synth Cell Area: between 50000 and 60000 um^2
- Antenna violations before repair: 52
- Max incr delay on CP: around 0.48 ns
- Initial drt markers: approximately 6700
- Drc violations: 0
- Dominant register cell in the synthesized netlist: dfrtp_1
- H-tree levels: 4
- Post-synth seq share: between 50% and 60%
- Slowest-stage cell, CP: dfrtp_2
- Combinational gate area: 26100 um^2
- Layout area overhead: 87.3%
- Ys async rst share: between 90 and 100%
- Via count: 63700
- DP Worst Slack: -1.30 ns
- Worst-path clk slew: 0.06 ns
- Post-DP HPWL: about 460000 um
- Relative slew margins: between 40% and 50%
- Sequential cell area: 28600 um^2
- Max-cap violation count: 0
- Combinational fraction of design power: about two fifths
- Unrepaired setup endpoints after global routing: true
- Port Buffers: 1205
- Fill cells: around 31000
- Data required, critical path: 1.36 ns
- Clock power share: 28.6%
- Yosys top cell by area: dfrtp_1
- FP Rows: about 210
- Critical Path Start Type: register
- Critical Path AT: 1.74 ns
- Starting Density: between 15 and 20%
- Top delay family on crit path: flip-flops
- FF-to-FF setup slack: -0.28 ns
- PD cells: roughly 1200 nW/um^2
- Layout Cells excl Fill: 12300
- Total Routing Usage GR: 33.9%
- Drt wl/cell: around 48 um
- Cycle use final: 122%
- Hold Path Sink: extension_signo.extension[3]
- Crit-path max FO: 5
- Core ar.: approximately 320000 um^2
- DRT Pass-1 Iters: 10
- Worst R2R End: banco.busA[14]
- Die ar.: 341000 um^2
- Setup TNS: -75.70 ns
- Layout cells sized above 1: about three quarters
- Routability cong.: between 1 and 1.5
- Worst Max-Slew Pin Slew: just under 0.9 ns
- Post-synth EDFFs: 0
- Syn. warnings: 17
- Yosys stat area: between 50000 and 60000 um^2
- Leakage power: 0.0463 uW
- Hold depth: 1
- Clk sinks: 1116
- Final Hold Viols: 0
- Yosys Instances: 4537
- Final Hold Slack: around 0.050 ns
- OpenROAD warning count: 30
- Late-Pin Clk Latency: slightly below 0.9 ns
- Die H: 584 um
- Max-slew violation count: 0
- Largest net degree at the start of global routing: approximately 60
- Min Clock Period, post-route: ~2.1 ns
[state kept, by name, summed over array words and instances (netlist names)]
signal                     flops
unidad_control.ALUSrc          1
extension_signo.extension     16
unidad_control.MemtoReg        1
unidad_control.AluOp           6
unidad_control.RegWrite        1
banco.busB                    32
banco.registers             1024
banco.busA                    32
unidad_control.RegDst          1
unidad_control.MemWrite        1
unidad_control.Branch          1
[synth_stat cells (39+ instances only)]
library cell / instances
mux2i_1: 39
nand3_1: 41
nand2_1: 235
buf_2: 104
clkbuf_1: 241
a22o_1: 45
buf_1: 63
nor3_1: 71
nor2_1: 151
a22oi_1: 765
dfxtp_1: 64
a21oi_1: 87
mux2_2: 1034
dfrtp_1: 1052
nand4_1: 99
[stage by stage]
| step | total power, uW | area (um^2) |
|---|---|---|
| finish | 116000 | 101000 |
| global route | 119000 | 101000 |
| CTS | 114000 | 97200 |
| detailed placement | 72900 | 84300 |
| global placement | 73100 | 84300 |
| floorplan | 41600 | 53800 |
[kinds of logic (layout without fill, tap and decap cells)]
logic type	after synthesis	count (layout)	share of synthesized area (%)
AOI/OAI and AO/OA	1107	1107	15.3
and+or+nand+nor	764	764	7.09
other	0	21	0
muxes	1079	1079	22.5
buffers and inverters	471	3992	3.81
DFF	1116	1116	51.3
[per-layer routing]
metal | share of wire [%] | wire (um) | track usage [%]
met3 | 15 | 89900 | 20.6
met2 | 41 | 240000 | 47.8
met1 | 35 | 207000 | 39.1
met4 | 8.4 | 49200 | 20.3
met5 | 0.23 | 1370 | 2.15
[placed cells by master (no fill, tap or decap), drive strengths merged, types with 64 or more instances in the layout]
cell type / n
mux2: 1039
dfxtp: 64
nor3: 71
buf: 3533
nand4: 99
nand2: 236
clkbuf: 280
a22oi: 765
dfrtp: 1052
nor2: 176
a21oi: 87
[power groups by stage]
| stage | registers, uW | clock network (uW) | logic [uW] |
|---|---|---|---|
| 4_1_cts | 38300 | 33500 | 41900 |
| 5_1_grt | 38900 | 34500 | 45800 |
| 6_report | 38500 | 33200 | 44500 |
[final cells by class]
class                   count  share of cell area (%)
multi-input cells        2950                    25.9
clock buffers             207                    4.17
clock inverters            53                   0.730
diodes                     21                  0.0521
well taps                4180                    5.19
flip-flops and latches   1116                    28.4
repair buffers           3706                    35.4
inverters                  26                   0.103
[how the worst max path moves through the flow]
stage                    to  cells past startpoint  slack, ns                     startpoint
5_1_grt   palabra_salida[5]                      2      -0.43        unidad_control.AluOp[5]
6_report        ext_sig[29]                      3      -0.38  extension_signo.extension[15]
4_1_cts         ext_sig[30]                      4      -0.42  extension_signo.extension[15]
[repair_timing]
item	4_1_cts	5_1_grt
hold buffers	15	0
hold endpoints to repair	15	0
cloned	2	0
buffers inserted	967	282
pin swaps	11	163
resized	5266	677
endpoints found under the setup margin	1180	1185
[worst register-to-register path, delay by kind of cell (launching register included)]
kind                   cells  cell delay, ns
buffers and inverters      3            0.44
AND/OR/NAND/NOR            1            0.09
AND-OR/OR-AND              2            0.89
flip-flops                 1            0.40
No activity file was given, so power comes from the tool's default toggle rates.
