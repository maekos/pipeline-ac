===== flow/config.mk =====
export PLATFORM = sky130hd
export DESIGN_NAME = execute_stage
export DESIGN_NICKNAME = execute_stage
export VERILOG_FILES = /design/flow/design.v
export SDC_FILE = /design/flow/constraint.sdc
export NUM_CORES = 4
export LEC_CHECK = 1
export CORE_UTILIZATION = 30

===== flow/constraint.sdc =====
current_design execute_stage

set clk_period 17.3
set clk_io_pct 0.2

create_clock -name clk0 -period $clk_period

set non_clock_inputs [all_inputs -no_clocks]
set_input_delay [expr $clk_period * $clk_io_pct] -clock clk0 $non_clock_inputs
set_output_delay [expr $clk_period * $clk_io_pct] -clock clk0 [all_outputs]

===== flow/design.v =====
`timescale 1ns / 1ps
module alu #(parameter ANCHO_BUS = 32)( 
    input rst,
	 input [ANCHO_BUS-1:0] data1,  		 
	 input [ANCHO_BUS-1:0] data2,
	 input [3:0] operation,				 
    output reg[ANCHO_BUS-1:0] alu_result	 
	 );
	 always @(*) begin
		if (rst == 1) begin
			alu_result 	= 0;
		end
		else begin
			case(operation)
				4'b0000: begin
							alu_result = data1 & data2;
							end
				4'b0001: begin
							alu_result = data1 | data2; 
							end
				4'b0010: begin
							alu_result = data1 + data2;  
							end
				4'b0100: begin
							alu_result = data1 ^ data2;  
							end
				4'b0101: begin
							alu_result = ~(data1 | data2);   
							end
				4'b0110: begin
							alu_result = data1 - data2;  
							end
				4'b1001: begin
							alu_result = data1 ^ data2;  
							end
				4'b0111: begin
								if(data1 < data2)
									begin
										alu_result = 0;
									end
								else
									begin
										alu_result = 1;
									end
							end
				default :begin 
								alu_result = 0;
							end
			endcase
		end
	end
endmodule
`timescale 1ns / 1ps
module alu_ctrl(
    input [3:0] ff,
    input [5:0] aluOp,
    output reg [3:0] operation
    );
	 always @(*) begin
		if(aluOp[5]) begin
			case (aluOp[4:2]) 
				3'b000: begin
						  operation <= 4'b0010;  
						  end
				3'b001: begin
						  operation <= 4'b0010;  
						  end
				3'b010: begin
						  operation <= 4'b0111;  
						  end
				3'b011: begin
						  operation <= 4'b0111;  
						  end
				3'b100: begin
						  operation <= 4'b0000;  
						  end
				3'b101: begin
						  operation <= 4'b0001;  
						  end
				3'b110: begin
						  operation <= 4'b0110;  
						  end
				3'b111: begin
						  operation <= 4'b0010;  
						  end
			endcase
		end
		else begin
			operation[0] <= (ff[0] || ff[3]) && (aluOp[1]);
			operation[1] <= ~(ff[2]) || ~(aluOp[1]);
			operation[2] <= (aluOp[1] && ff[1]) || aluOp[0];
			operation[3] <= 0;
		end
	end 
endmodule
`timescale 1ns / 1ps
module execute_stage(
    input rst,
	 input alu_src,
    input [5:0] alu_op,
    input reg_dst,
    input [31:0] data1,
    input [31:0] data2,
    input [31:0] sign_extend,
    input [4:0] reg1,
    input [4:0] reg2,
    output [31:0] alu_result,
    output [31:0] data2_out,
    output [4:0] dst
    );
	 wire [3:0]  wire_operation;
	 wire [31:0] wire_data2;
	 assign data2_out = data2;
	 alu alu_instance (
		.rst(rst),
		.data1(data1), 
		.data2(wire_data2), 
		.operation(wire_operation), 
		.alu_result(alu_result)
	 );
	 alu_ctrl alu_ctrl_instance (
		.ff(sign_extend[3:0]), 
		.aluOp(alu_op), 
		.operation(wire_operation)
	 );
	 mux #(.nbits(32)) mux_data(
		.rst(rst),
		.msb(sign_extend), 
		.lsb(data2), 
		.out(wire_data2), 
		.dec(alu_src)
	 );
	 mux #(.nbits(5)) mux_reg(
		.rst(rst),
		.msb(reg2), 
		.lsb(reg1), 
		.out(dst), 
		.dec(reg_dst)
	 );
endmodule
`timescale 1ns / 1ps
module mux #(parameter nbits = 7)(
	 input rst,
    input [nbits-1:0] msb,
    input [nbits-1:0] lsb,
    output reg [nbits-1:0] out,
    input dec
    );
	 always@(msb or lsb or dec or rst) begin
		if (rst == 1) out <= 0;
		else begin
			 if (dec == 0) begin
				out <= lsb;
			 end
			 else begin
				out <= msb;
			 end
		end	
	 end
endmodule

===== flow/run.sh =====
#!/bin/bash
# OpenROAD 26Q1-2900-gdf79404cd8, Yosys 0.63+post, stock flow scripts
make -C /OpenROAD-flow-scripts/flow DESIGN_CONFIG=/design/flow/config.mk WORK_HOME=/design/flow/orfs finish

==> notes.md <==
The synthesis and PnR run went through. Chip area from the yosys synthesis statistics landed at 6870 um2. Effective utilization at floorplan landed at 0.305. Met2 wirelength from detailed routing landed at 10.8 mm. Max-cap violations in this run came to 0. Total number of warnings across the stage logs landed at between 100 and 150. Combined flip-flop and latch cell area landed at 0 um2.

For this sky-water flow run, the detailed-routed wirelength per cell is reported as 17.2 um. Detailed-route wire length landed at ~25 mm. Data required time at the worst endpoint landed at between 10 and 15 ns.

The first global-routing pass estimated between 30 and 40 mm of wire. Row count landed at 55. The layout has 2,449 filler cells.

STA classifies the critical path startpoint as an input pin. Counting every instance in the synthesized netlist gives 1,052. Sequential share of power landed at 0. Per the detail_route report, DRC violations left total 0. Net switching power figure landed at around 0.16 mW. At the pin with the least slew margin, the transition time is 0.851 ns. Pins over their slew limit in the final report were tallied at 0. Share of the clock period used by the worst path landed at 0.653.

Per the detail_route report, inserted antenna diodes total 0. Final critical delay including setup and external delays landed at roughly 11 ns. Once the clock tree was built, the setup fixing pass inserted 0 buffers.

Total of buffers placed on input and output ports landed at ~180. Data arrival time of the critical path landed at around 7.8 ns. Switching power as a fraction of the total was reported as 0.557.

Setup repair after global routing left no endpoint under its margin. For reference, the critical path is captured by alu_result[31]. Hold violation count in the final report landed at 0. Residual overflow from global routing landed at 0.

Remaining antenna violation count after routing landed at 0. The most critical setup path has its startpoint at alu_src. For this run, the register share of the synthesized area comes to 0.

The run finished with clean final reports. In the finished design the tool counted flip-flops and latches totalling 0. By instance count after routing, the leading logic cell types are 182 x sky130_fd_sc_hd__clkdlybuf4s50_1, 104 x sky130_fd_sc_hd__ha_1, 93 x sky130_fd_sc_hd__nor2_1. The worst setup path is captured at an output port. Initial antenna violation count landed at 0. Standard cell area after detailed placement landed at roughly 8600 um2.

Vertical extent of the die landed at around 150 um. Overall die area landed at about 24,000 um2. After routing the design area is between 8000 and 9000 um2. Core box area landed at ~23,000 um2. Count of synthesis-stage warnings from yosys landed at 4. Layout cell share with drive strength beyond 1 landed at 0.0586. Hold-fix buffer count after cts landed at 0. Adding up every negative setup slack in the final design gives 0 ns. The synthesized netlist was found by Yosys to have 1,052 cells.

Combined global-route utilization of all metal layers landed at 0.208. Power density relative to cell area landed at 33.8 nW/um2. The most critical min-delay path falls under input pin to output port.

Die width landed at 153 um. Number of vias per cell after detailed routing landed at 5.47. Synthesized area divided by synthesized cell count landed at 6.53 um2. STA lists the maximum fanout along the critical path as 32.

The share of total power dissipated in the clock network is 0. Per the layout report, the design carries 0 clock buffers. Final weighted congestion in routability-driven placement landed at between 0.9 and 1.

After detailed routing, the wire length on met1 is about 12 mm. Detailed-route via count landed at approximately 7,800. Entering global routing, the biggest net connects approximately 63 pins. By instance count after routing, the leading logic cell type is sky130_fd_sc_hd__clkdlybuf4s50_1. Detailed-route iteration 0 reported a violation count of 517. Post-synthesis cell area landed at 6870 um2. Maximum achievable frequency landed at a little under 90 MHz.

Number of top-level design ports landed at about 180. The iteration count recorded for the first detailed-route pass is 6. In this run the top signal layer used is met4. Cell internal power dissipation landed at ~0.13 mW.

Wire length on met3 landed at roughly 1.4 mm. Count of distinct cell types in the synthesized netlist landed at just over 70. For this design the static power due to leakage is 3.84 nW. Number of gates given a new drive strength after cts landed at 0. The share of total power dissipated in combinational logic is 1.000. The via count of the first global-routing pass came to around 7,300.

Maximum vdd drop landed at roughly 0.024 mV. Area growth from synthesis to layout landed at 25.6%. In the setup report, the worst path falls into the class input pin to output port. The last timing report of the flow puts the setup violation total at 0. Relative slew slack landed at 0.431. Area used by multi-input combinational logic landed at about 6000 um2. For this run the detailed placement stage logged an HPWL of between 15 and 20 mm.
-- worst min-delay path by stage --
stage / slack [ns] / cells after the start / startpoint / endpoint
final: 7.73 / 2 / data2[24] / data2_out[24]
after global routing: 7.75 / 2 / data2[8] / data2_out[8]
after CTS: 7.74 / 2 / data2[17] / data2_out[17]
-- power groups by stage --
| stage | registers [mW] | logic [mW] | clock network [mW] |
|---|---|---|---|
| after CTS | 0 | 0.291 | 0 |
| after global routing | 0 | 0.323 | 0 |
| final | 0 | 0.292 | 0 |
-- through the flow --
stage               power, mW   util  instances  setup slack [ns]  hold slack, ns
floorplan               0.186      -       1052              7.13            6.99
global placement        0.289  0.382       1428              6.07            7.74
detailed placement      0.289  0.382       1428              6.02            7.73
CTS                     0.291  0.382       1428              6.01            7.74
global route            0.323  0.382       1428              5.73            7.75
finish                  0.292  0.382       1428              6.00            7.73
-- layout make-up --
type               instances  area share
well taps                285      0.0413
repair buffers           196       0.223
multi-input cells        854       0.696
inverters                 93      0.0404
-- synthesized netlist by cell type, types with 11 or more instances --
cell type	number	area (um2)
sky130_fd_sc_hd__a211oi_1	17	128
sky130_fd_sc_hd__a21o_1	21	158
sky130_fd_sc_hd__a21oi_1	88	440
sky130_fd_sc_hd__a31oi_1	17	106
sky130_fd_sc_hd__and3_1	11	68.8
sky130_fd_sc_hd__buf_2	20	100
sky130_fd_sc_hd__buf_4	32	240
sky130_fd_sc_hd__clkbuf_1	44	165
sky130_fd_sc_hd__ha_1	104	1300
sky130_fd_sc_hd__inv_1	86	323
sky130_fd_sc_hd__mux2i_1	49	490
sky130_fd_sc_hd__nand2_1	77	289
sky130_fd_sc_hd__nand2b_1	12	75.1
sky130_fd_sc_hd__nand3_1	21	105
sky130_fd_sc_hd__nor2_1	93	349
sky130_fd_sc_hd__nor3_1	18	90.1
sky130_fd_sc_hd__nor4_1	12	75.1
sky130_fd_sc_hd__o211ai_1	24	180
sky130_fd_sc_hd__o21ai_0	45	225
sky130_fd_sc_hd__o21ai_1	26	130
sky130_fd_sc_hd__or2_2	34	213
sky130_fd_sc_hd__xnor2_1	20	175
-- critical path: stages --
cell and delay (ns):
sky130_fd_sc_hd__buf_2 0.07, sky130_fd_sc_hd__buf_4 0.50, sky130_fd_sc_hd__mux2i_1 0.14, sky130_fd_sc_hd__or2_2 0.33, sky130_fd_sc_hd__ha_1 0.44, sky130_fd_sc_hd__nor4_1 0.49
sky130_fd_sc_hd__nand4_1 0.24, sky130_fd_sc_hd__or3_1 0.41, sky130_fd_sc_hd__o221ai_2 0.37, sky130_fd_sc_hd__a21oi_1 0.19, sky130_fd_sc_hd__or3_1 0.40, sky130_fd_sc_hd__a31oi_1 0.25
sky130_fd_sc_hd__clkdlybuf4s50_1 0.52
-- logic make-up after synthesis --
group,count (synthesis),synth area share
buffers and inverters,198,0.129
xor gates and xnor gates,20,0.0255
adders and majority gates,106,0.195
AOI/OAI and AO/OA,350,0.338
muxes,50,0.0730
and+or+nand+nor,328,0.239
-- metal layers --
layer	up-vias	GRT usage
li1	3944	-
met1	3558	0.309
met2	289	0.336
met3	24	0.0191
met4	0	0.0238
met5	-	0
Power and IR drop assume default switching activity.
